`flow/run.sh`:
```
#!/bin/bash
# OpenROAD 26Q1-2900-gdf79404cd8, Yosys 0.63+post, stock flow scripts
make -C /OpenROAD-flow-scripts/flow DESIGN_CONFIG=/design/flow/config.mk WORK_HOME=/design/flow/orfs finish
```
`flow/config.mk`:
```
export PLATFORM = sky130hd
export DESIGN_NAME = top4digit7seg
export DESIGN_NICKNAME = top4digit7seg
export VERILOG_FILES = /design/flow/design.v
export SDC_FILE = /design/flow/constraint.sdc
export NUM_CORES = 4
export LEC_CHECK = 1
export CORE_AREA = 10 10 93 93
export DIE_AREA = 0 0 103 103
```
`flow/constraint.sdc`:
```
current_design top4digit7seg

set clk_period 3.4
set clk_io_pct 0.2

create_clock -name clk0 -period $clk_period [get_ports {clk}]

set non_clock_inputs [all_inputs -no_clocks]
set_input_delay [expr $clk_period * $clk_io_pct] -clock clk0 $non_clock_inputs
set_output_delay [expr $clk_period * $clk_io_pct] -clock clk0 [all_outputs]
```
`flow/design.v`:
```
module Selector(
output reg o0, o1, o2, o3,
input [0:1] sel
    );
always @(sel)
case(sel)
	0:	begin
				o0=1;
				o1=0;
				o2=0;
				o3=0;
		end
	1:	begin
				o0=0;
				o1=1;
				o2=0;
				o3=0;
		end
	2:	begin
				o0=0;
				o1=0;
				o2=1;
				o3=0;
		end
	3:	begin
				o0=0;
				o1=0;
				o2=0;
				o3=1;
		end
default: begin
			o0=1'bx;
			o1=1'bx;
			o2=1'bx;
			o3=1'bx;
			end
endcase
endmodule
module SevenSegEnc(
	output reg [6:0] Disp,
	input [3:0] BCD
);
parameter	BLANK	=7'b111_1111;
parameter	ZERO	=7'b000_0001;
parameter   ONE	=7'b100_1111;
parameter	TWO	=7'b001_0010;
parameter	THREE	=7'b000_0110;
parameter	FOUR	=7'b100_1100;
parameter	FIVE	=7'b010_0100;
parameter	SIX	=7'b010_0000;
parameter	SEVEN	=7'b000_1111;
parameter	EIGHT	=7'b000_0000;
parameter	NINE	=7'b000_0100;
always @(BCD)
	case(BCD)
	0:	Disp=ZERO;
	1:	Disp=ONE;
	2:	Disp=TWO;
	3:	Disp=THREE;
	4:	Disp=FOUR;
	5:	Disp=FIVE;
	6:	Disp=SIX;
	7:	Disp=SEVEN;
	8:	Disp=EIGHT;
	9:	Disp=NINE;
	default:	Disp=BLANK;
	endcase
endmodule
module SevenSegMux(
output reg [0:3] out, 
input [0:3] a, b, c, d, 
input [0:1] sel
);
always @(sel, a, b, c, d)
case(sel)
	0:	out=a;
	1:	out=b;
	2:	out=c;
	3:	out=d;
default: out=4'bx;
endcase
endmodule
module counttofour(
input clk,
input rst,
output [1:0]cnt
    ); 
reg [1:0]cnt_d,cnt_q;
  assign cnt = cnt_d;
always @(cnt_q) begin
	cnt_d=cnt_q + 1'b1;
end
  always @(posedge clk) begin
	if (rst) cnt_q<=2'b0;
	else	cnt_q<=cnt_d;
end
endmodule
module foursegclk(
input clk,
input rst,
output nclk
);
reg [10:0] count_q,count_d;
assign nclk=count_q[10];
always @(count_q) begin
	count_d=count_q + 1'b1;
end
always @(posedge clk) begin
	if (rst) count_q<=11'b0;
	else	count_q<=count_d;
end
endmodule
module top4digit7seg(
input clk,rst,
input [3:0] dig0, dig1, dig2, dig3,
output [6:0] abcdefg,
output  en0, en1, en2, en3  
);
wire [1:0] sel;
wire nclk;
wire [3:0] ssmout;
SevenSegMux SevenSegMux(
.out(ssmout), 
.a(dig0),
.b(dig1),
.c(dig2),                        
.d(dig3),   
.sel(sel)
    );
SevenSegEnc SevenSegEnc(
	.Disp(abcdefg),              
	.BCD(ssmout)
);
Selector Selector(
.o0(en0),
.o1(en1),                 
.o2(en2),
.o3(en3),
.sel(sel)
);
counttofour counttofour(
.clk(nclk),
.rst(rst),                 
.cnt(sel)
); 
foursegclk foursegclk(
.clk(clk),                 
.rst(rst),
.nclk(nclk)
);
endmodule
```
==> flow_summary.yaml <==
# synthesis and place-and-route metrics
floorplan:
  fp_util: 0.129
  die_h_um: 103
  dieArea_mm2: 0.0106
  core.rowCount: 30
  core_mm2: 0.00676
  fp.dieW_um: 103
  io_pins: 29
power_and_ir_drop:
  leakage_nw: 0.588
  power_density_mw_per_mm2: 236
  peakVddDrop_uv: 151
yosys:
  ys.warnings.count: 5
  edf_count: 0
  fa_ha_area_frac: 0.173
  ys_chip_area_um2: 870
  syn_avg_cell_area_um2: 8.96
  synthCells: 97
  ys_async_sr_fraction: 0
  synth-main-ff-cell: "dfxtp_1"
  ys_ff: 13
  synth_cell_types: 28
  top_logic_kind: "adder cells"
  synth_xor_xnor_area_share: 0.0906
  mux_share: 0.0863
  aoi_share: 0.117
  syn_area_um2: 870
  simple_gate_share: 0.170
  postSynthSeqShare: 0.299
  ys_cells: 97
place:
  place_ws_ps: -28.2
  dp_cells: 210
  gp_congestion: 0.739
  dpl.hpwl_mm: 1.69
  io_buffers: 28
  place_area_mm2: 0.00129
grt:
  grt_pass1_vias: 793
  grtUsageTotal: 0.0404
  grt_pass1_wl_mm: 3.56
  grt_max_degree: 14
  overflow: 0
  grt_antenna_before_repair: 0
clocking:
  path_clk_slew_ps: 50
  cts_buffer_depth: 2
  clk_latency_ps: 230
  cts_tree: "yes"
  htree_num_levels: 1
  cts_root_buffer: "clkbuf_8"
  cts_made_buffers: 3
sta:
  final-setup-viol-count: 0
  hold_viol: 0
  hold_ws_ps: 459
  unclocked_regs: 2
  rsz0062_at_grt: "true"
  max_freq_ghz: 0.298
  drv_slew: 0
  finalClockSkew_ps: 3.36
  untimed_endpoints: 6
  tightest_slew_ps: 453
  slew_headroom: 0.697
  fin_ws_ps: 49.0
  setup_tns_ps: 0
  fin_crit_sh: 0.986
  fin_crit_ps: 3350
setup_path:
  crit_fanout: 11
  crit_required_ps: 2720
  cp.arrival_ps: 2670
  startpoint_type: "input pin"
  critical_path_class: "in -> out"
  endpoint_kind: "primary output"
final_layout:
  drive_gt1_frac: 0.163
  num-fill-cells: 729
  combGateArea_um2: 598
  final_cells: 215
  fin_area_mm2: 0.00140
  regArea_um2: 260
  syn_to_final_growth_pct: 61.0
  final_common_cell: "clkdlybuf4s50_1"
  lay_top_cells: "clkdlybuf4s50_1 (22), dfxtp_1 (13), nor2_1 (11)"
route:
  drt-initial-drc-count: 35
  final_antenna_net_count: 0
  wirelength_mm: 2.17
  vias: 802
  wl_per_cell_um: 10.1
  routed_via_density: 3.73
  route.antenna.diode_count: 0
  drc_errors: 0
  drt_pass1_iterations: 5
flow_run:
  warnings: 35
  drv_cap: 0
status:
  status: "finished clean"
min_path:
  hold_path_class: "reg -> reg"
[synth_stat cells (all sizes together) (2+ instances only)]
cell type  count  area (um2)
dfxtp         13         260
ha            12         150
nor2          11        41.3
inv            9        33.8
mux2i          6        63.8
xor2           6        52.6
a21oi          5        25.0
a222oi         4        40.0
nand2          4        15.0
nand4          3        18.8
nor3           3        15.0
xnor2          3        26.3
a2bb2oi        2        17.5
buf            2        18.8
nand3          2        10.0
nor2b          2        12.5
[final timing paths]
| check | depth (start not counted) | to | start | slack [ps] |
|---|---|---|---|---|
| worst min-delay path | 1 | foursegclk.count_q[0]$_SDFF_PP0_ | foursegclk.count_q[0]$_SDFF_PP0_ | 460 |
| worst max register to register | 4 | foursegclk.count_q[6]$_SDFF_PP0_ | foursegclk.count_q[0]$_SDFF_PP0_ | 2060 |
| worst max-delay path | 7 | abcdefg[3] | dig2[3] | 50 |
| worst min register to register | 1 | foursegclk.count_q[0]$_SDFF_PP0_ | foursegclk.count_q[0]$_SDFF_PP0_ | 460 |
[timing repair]
item / CTS / global route
setup buffers: 1 / 0
pin swaps: 2 / 5
setup endpoints to repair: 4 / 6
resized: 1 / 15
hold endpoints to repair: 0 / 0
hold buffers: 0 / 0
[layout make-up]
cell class | instances | area share
Clock buffer | 4 | 0.0322
Inverter | 9 | 0.0241
Multi-Input combinational cell | 72 | 0.427
Sequential cell | 13 | 0.186
Tap cell | 80 | 0.0715
Timing Repair Buffer | 37 | 0.259
[through the flow]
stage	power, mW	util
after floorplan	0.160	-
after global placement	0.199	0.191
after detailed placement	0.200	0.191
after CTS	0.329	0.198
after global routing	0.352	0.207
final	0.330	0.207
[worst max-delay path, stage by stage]
cell,delay [ps]
clkdlybuf4s50_1,400
a222oi_1,380
mux2i_1,120
buf_4,200
or2_2,340
a2bb2oi_2,140
clkdlybuf4s50_1,400
[layer usage]
metal  vias up  routed length, um  GRT usage
li1        414                  -          -
met1       356               1130     0.0529
met2        32                791     0.0634
met3         0                249     0.0169
met4         0                  0    0.00321
met5         -                  0          0
[kinds of logic after synthesis]
family | Yosys count
simple gates | 30
compound gates | 14
flops | 13
buf+inv | 12
fa+ha+maj | 12
xor+xnor | 9
mux | 7
[flip-flops by register name (all words and copies together) (netlist names)]
name and cells:
foursegclk.count_q 11, counttofour.cnt_q 2
[report_power, final]
part | total (mW) | leakage [nW] | internal [mW] | switching [mW]
Combinational | 0.0667 | 0.459 | 0.0441 | 0.0225
Sequential | 0.135 | 0.106 | 0.132 | 0.00252
Clock | 0.128 | 0.0228 | 0.0821 | 0.0463
Power and IR drop assume default switching activity.
